File: ./run.sh
#!/bin/bash
# OpenROAD 26Q1-2900-gdf79404cd8, Yosys 0.63+post, stock flow scripts
make -C /OpenROAD-flow-scripts/flow DESIGN_CONFIG=/design/flow/config.mk WORK_HOME=/design/flow/orfs finish
File: ./design.v
module ula(
	input[7:0] a,
	input[7:0] b,
	input alu1, alu0,
	inout[7:0] bus,
	output reg[7:0] output_bus,
	input add_sub,
	input xor_not,
	input alu_out);
always @ (alu1 or alu0 or add_sub or xor_not) begin
		if(alu_out) begin
			case({alu1, alu0})
				2'b00 : begin
					if(add_sub == 0) 
						output_bus <= a + b;
					else
						output_bus <= a - b; end
				2'b01 : output_bus <= a & b;
				2'b10 : output_bus <= a | b;
				2'b11 : begin
					if(xor_not) 
						output_bus <= ~a;  
					else
						output_bus <= a ^ b;  
					end
			endcase
		end else output_bus <= 8'bz;
	end
	assign bus = output_bus;
endmodule
File: ./config.mk
export PLATFORM = sky130hd
export DESIGN_NAME = ula
export DESIGN_NICKNAME = ula
export VERILOG_FILES = /design/flow/design.v
export SDC_FILE = /design/flow/constraint.sdc
export NUM_CORES = 4
export LEC_CHECK = 1
export CORE_AREA = 10 10 79 79
export DIE_AREA = 0 0 89 89
File: ./constraint.sdc
current_design ula

set clk_period 3.9
set clk_io_pct 0.2

create_clock -name clk0 -period $clk_period

set non_clock_inputs [all_inputs -no_clocks]
set_input_delay [expr $clk_period * $clk_io_pct] -clock clk0 $non_clock_inputs
set_output_delay [expr $clk_period * $clk_io_pct] -clock clk0 [all_outputs]
==> impl_metrics.yaml <==
# generated from flow reports
outcome:
  outcome: "stopped before the end"
  stop_stage: "4_1_cts"
  error: "[error] [KeplerFormal.cpp:679] Workflow failed: Iso has multiple drivers: .bus0, _214_.Y0"
synthesis:
  yosys_warnings: 2
  ys_types: 28
  synthTopLogicFamily: "adder cells"
  ys_sh_xor_pct: 11.0
  synth-simple-area-share_pct: 10.1
  ys_sh_adder_pct: 30.8
  ys_area_mm2: 0.00104
  synthCells: 126
  synth_seq_share_pct: 0
  syn_area_mm2: 0.00104
  ys_cells: 126
  yosys.area_share.aoi_pct: 12.8
  ys_sh_mux_pct: 19.4
  syn-mean-instance-area_um2: 8.25
placement:
  dp_hpwl_mm: 2.45
  dp_slack_ps: -553
  io_buffers: 28
  place.gp.congestion: 0.814
die:
  die_w_um: 89
  die_y_um: 89
  rows: 25
  ioPinCount: 37
  fp_util_pct: 22.3
clock_tree:
  post-cts-setup-buffer-count: 5
  cts_resized: 43
  hold_buffers: 0
==> synth_stat cells, drive strengths merged <==
master	instances	share of area [%]
a211oi	1	0.72
a21o	2	1.4
a21oi	9	4.3
a22oi	1	0.72
a31o	1	0.84
a31oi	5	3.0
and3b	1	0.84
buf	9	6.3
clkbuf	3	1.1
fa	1	1.9
ha	24	29
inv	24	8.7
mux2	3	3.2
mux2i	1	0.96
mux4	7	15
nand2	3	1.1
nand3	1	0.48
nand3b	1	0.72
nand4	1	0.60
nor2	9	3.2
nor2b	1	0.60
nor3	2	2.5
o21ai	2	0.96
o21bai	1	0.72
xnor2	10	8.4
xor2	3	2.5
==> per-stage QoR <==
step	TNS [ps]	instance area, µm²	cells	hold slack [ps]	utilization (%)
after global placement	-3190	1540	227	2410	33.1
after floorplan	0	1040	126	1640	-
after detailed placement	-3130	1540	227	1970	33.1
==> logic make-up after synthesis <==
family	count (synthesis)
compound gates	22
xor+xnor	13
fa+ha+maj	25
mux	11
buf+inv	36
simple gates	19
