`/design/flow/run.sh`:
```
#!/bin/bash
# OpenROAD 26Q1-2900-gdf79404cd8, Yosys 0.63+post, stock flow scripts
make -C /OpenROAD-flow-scripts/flow DESIGN_CONFIG=/design/flow/config.mk WORK_HOME=/design/flow/orfs finish
```
`/design/flow/constraint.sdc`:
```
current_design ram_mar

set clk_period 4.1
set clk_io_pct 0.2

create_clock -name clk0 -period $clk_period [get_ports {clock}]

set non_clock_inputs [all_inputs -no_clocks]
set_input_delay [expr $clk_period * $clk_io_pct] -clock clk0 $non_clock_inputs
set_output_delay [expr $clk_period * $clk_io_pct] -clock clk0 [all_outputs]
```
`/design/flow/design.v`:
```
module ram_mar (
	input mar_in,
	input clock,
	input reset,
	input ram_in,
	input ram_out,
	output reg[3:0] mar_addr,
	inout[7:0] bus,
	output reg[7:0] output_bus);
	reg [7:0]mem[15:0];  
	always @(posedge clock) begin
		if(reset) mar_addr <= 4'b0;
		else begin
			if(mar_in)
				mar_addr <= bus[3:0];
		end
	end
	always @(posedge clock) begin
		if(ram_in) mem[mar_addr] <= bus;  
		if(ram_out) output_bus <= mem[mar_addr]; else output_bus <= 8'bz; 
	end
	assign bus = output_bus;
endmodule
```
`/design/flow/config.mk`:
```
export PLATFORM = sky130hd
export DESIGN_NAME = ram_mar
export DESIGN_NICKNAME = ram_mar
export VERILOG_FILES = /design/flow/design.v
export SDC_FILE = /design/flow/constraint.sdc
export NUM_CORES = 4
export LEC_CHECK = 1
export CORE_UTILIZATION = 50
```
==> flow_summary.toml <==
# flow metrics
[synth]
ys_seq_share_pct = 76.7
ys_sh_xor_pct = 0
synthesis.area_mm2 = 0.00543
yosys.area.top_type = "edfxtp_1"
area_leaders = "edfxtp_1, mux4_2, mux4_1, dfxtp_1, a22oi_1"
yosys_cells = 254
syn_inst = 254
compound_area_share_pct = 2.21
mux_share_pct = 15.0
yosysWarnings = 2
top_cells_by_count = "edfxtp_1, mux4_2, nor2_1, a22oi_1, dfxtp_1"
synth.top_cell.area_share_pct = 70.8
yosys.area_share.adder_pct = 0
syn_area_per_cell_um2 = 21.4
flop_cell = "edfxtp_1"
edf_count = 128
async_flop_share_pct = 0
simple_gate_area_share_pct = 3.30
top_cell = "edfxtp_1"
synthTopLogicFamily = "multiplexers"
ys_types = 21
yosysChipArea_mm2 = 0.00543
synth_flop_count = 144

[placed_design]
hpwl_mm = 5.94
placed_area_mm2 = 0.00568
dp.cells = 397
pre_cts_slack_ps = 1150
finalWeightedCongestion = 0.795
port_buffers = 15

[status]
status = "aborted with a tool error"
error = "[error] [KeplerFormal.cpp:679] Workflow failed: Iso has multiple drivers: .bus0, place31.X0"
failed_stage = "clock tree synthesis"

[cts]
cts.sinks = 144
cts_root_buffer = "clkbuf_8"
cts_resized = 0
htree_levels = 4
cts_hold_buf = 0
cts_setup_buffers = 0
clock_path_buffers = 2
cts_buffers = 17

[die]
io-pin-count = 25
fp-row-count = 37
die_h_um = 106
fp_util_pct = 52.1
die_x_um = 106
==> stage by stage <==
| step | util (%) | hold WS [ps] |
|---|---|---|
| after floorplan | - | 527 |
| after global placement | 54.5 | 591 |
| after detailed placement | 54.5 | 593 |
==> logic make-up after synthesis <==
logic type	count (synthesis)
AOI/OAI and AO/OA	16
buffers and inverters	19
DFF	144
muxes	36
and+or+nand+nor	39
