**./config.mk**
```make
export PLATFORM = sky130hd
export DESIGN_NAME = controle
export DESIGN_NICKNAME = controle
export VERILOG_FILES = /design/flow/design.v
export SDC_FILE = /design/flow/constraint.sdc
export NUM_CORES = 4
export LEC_CHECK = 1
export CORE_AREA = 10 10 70 70
export DIE_AREA = 0 0 80 80
```
**./constraint.sdc**
```tcl
current_design controle

set clk_period 1.4
set clk_io_pct 0.2

create_clock -name clk0 -period $clk_period [get_ports {clock}]

set non_clock_inputs [all_inputs -no_clocks]
set_input_delay [expr $clk_period * $clk_io_pct] -clock clk0 $non_clock_inputs
set_output_delay [expr $clk_period * $clk_io_pct] -clock clk0 [all_outputs]
```
**./design.v**
```verilog
module controle (
	input halt,
	input reset,
	input clock,
	input[3:0] msb_ireg,
	output reg hlt,
	output reg pc_inc,
	output reg pc_out,
	output reg jump,
	output reg acc_in,
	output reg acc_out,
	output reg alu_out,
	output reg add_sub,
	output reg alu_1,
	output reg alu_0,
	output reg xor_not,
	output reg mar_in,
	output reg ram_in,
	output reg ram_out,
	output reg br_in,
	output reg ir_in,
	output reg ir_out,
	output reg opr_in,
	output reg[2:0] step = 3'b0,
	output reg[7:0] instrucao = {msb_ireg, step}
	);
	always @ (posedge clock) begin
		if(reset) step <= 000;
		if(!halt) begin
			if(step == 101) step <= 000;  
			hlt <= 0; pc_inc <= 0; pc_out <= 0; jump <= 0; acc_in <= 0; acc_out <= 0; alu_out <= 0; add_sub <= 0; alu_0 <= 0; alu_1 <= 0;
			xor_not <= 0; mar_in <= 0; ram_in <= 0; ram_out <= 0; br_in <= 0; ir_in <= 0; ir_out <= 0; opr_in <= 0;
			if(step == 000) 	begin pc_out <= 1; mar_in <= 1; end
			if(step == 001) 	begin pc_inc <= 1; ram_out <= 1; ir_in <= 1; end
			if(instrucao == 0001010)	begin mar_in <= 1; ir_out <= 1; end
			if(instrucao == 0001011)   begin ram_out <= 1; acc_in <= 1; end
			if(instrucao == 0010010)   begin ir_out <= 1; acc_in <= 1; end
			if(instrucao == 0011010)   begin mar_in <= 1; ir_out <= 1; end
			if(instrucao == 0011011)   begin ram_in <= 1; acc_out <= 1; end
			if(instrucao == 0100010)   begin mar_in <= 1; ir_out <= 1; end
			if(instrucao == 0100011)   begin ram_out <= 1; br_in <= 1; end
			if(instrucao == 0100100)   begin acc_in <= 1; alu_out <= 1; end
			if(instrucao == 0101010)   begin mar_in <= 1; ir_out <= 1; end
			if(instrucao == 0101011)   begin ram_out <= 1; br_in <= 1; end
			if(instrucao == 0101100)   begin acc_in <= 1; add_sub <= 1; alu_out <= 1; end
			if(instrucao == 0110010)	begin mar_in <= 1; ir_out <= 1; end
			if(instrucao == 0110011)   begin ram_out <= 1; br_in <= 1;	 end
			if(instrucao == 0110100)   begin acc_in <= 1; alu_0 <= 1; alu_out <= 1;  end
			if(instrucao == 0111010)   begin mar_in <= 1; ir_out <= 1; end
			if(instrucao == 0111011)   begin ram_out <= 1; br_in <= 1; end
			if(instrucao == 0111100)   begin acc_in <= 1; alu_1 <= 1; alu_out <= 1; end
			if(instrucao == 1000010)   begin mar_in <= 1; ir_out <= 1; end
			if(instrucao == 1000011)   begin ram_out <= 1; br_in <= 1; end
			if(instrucao == 1000100)   begin acc_in <= 1; alu_1 <= 1; alu_0 <= 1; alu_out <= 1; end
			if(instrucao == 1001010)   begin acc_in <= 1; alu_1 <= 1; alu_0 <= 1; xor_not <= 1; end
			if(instrucao == 1010010)   begin jump <= 1; ir_out <= 1; end
			if(instrucao == 1110010)   begin acc_out <= 1; opr_in <= 1; end
			step <= step + 1;
		end
	end
endmodule 
```
**./run.sh**
```bash
#!/bin/bash
# OpenROAD 26Q1-2900-gdf79404cd8, Yosys 0.63+post, stock flow scripts
make -C /OpenROAD-flow-scripts/flow DESIGN_CONFIG=/design/flow/config.mk WORK_HOME=/design/flow/orfs finish
```
==> run_results.csv <==
group,metric,value,unit
run_status,outcome,"finished, final reports clean",
synthesis,postSynthSeqShare,34.99,%
finish,final_cell_count_no_fill,98,
final_timing,period_needed,1345,ps
final_timing,fmax,0.7435,GHz
final_timing,finalHoldViolCount,0,
floorplanning,core,0.003416,mm2
setup_path,critPathBufInv,1,
route,wl,793,um
job,drv_cap,0,
synthesis,synth-seq-cells,5,
place,pre_cts_ws,149.1,ps
setup_path,path_delay_family,"buffers and inverters",
final_timing,fin_crit_sh,96.07,%
floorplanning,fp_util,12.56,%
route,vias,230,
place,io_buffers,13,
clock_tree,cts_buffer_depth,2,
setup_path,r2r_start,"step[0]",
synthesis,synth_cell_types,10,
power_and_ir_drop,p_leak,0.0002859,uW
setup_path,ff2ff_path_depth,4,
clock_tree,cts_tree,"yes",
global_route,grt_max_degree,6,
job,warning_count,27,
floorplanning,die_area,0.006400,mm2
setup_path,cp_max_fo,2,
final_timing,maxSlewViolCount,0,
place,gp_congestion,0.7548,
clock_tree,cts.htree.levels,1,
route,post_drt_via_cell_ratio,2.347,
finish,area_delta_synth_final,26.53,%
power_and_ir_drop,ir_drop,0.0001612,V
global_route,grt_pass1_wl,1097,um
floorplanning,rows,21,
setup_path,cp-end-kind,"output port",
power_and_ir_drop,power.density,875.6,mW/mm2
worst_hold_path,hp-start,"msb_ireg[0]",
global_route,antenna_found_initial,0,
final_timing,setup_ws,55.02,ps
route,diodes,0,
final_timing,rsz0062_at_grt,"false",
setup_path,cp.required,1120,ps
global_route,grt_pass1_vias,259,
finish,drive_gt1_share,15.38,%
final_timing,finalSetupTns,0,ps
synthesis,syn_area,429.2,um2
clock_tree,clock-sinks,5,
floorplanning,die_h,80,um
place,hpwl,668,um
finish,lay_top_count,"conb_1",
route,drt-pass1-iter-count,3,
finish,lay_top_cells,"conb_1 (14), clkdlybuf4s50_1 (8), edfxtp_1 (5), dlymetal6s2s_1 (4)",
setup_path,critPathLaunchType,"flip-flop",
final_timing,finalSetupViolCount,0,
setup_path,critPathSlowestCell,"clkdlybuf4s50_1",
route,ant_nets,0,
synthesis,postSynthCellCount,43,
synthesis,synth-cells-yosys,43,
worst_hold_path,hold_depth,0,
clock_tree,clock_latency,240,ps
final_timing,skew,4.769,ps
floorplanning,ios,36,
synthesis,yosys_area,429.2,um2
route,wl_per_cell,8.092,um
clock_tree,cts_made_buffers,3,
setup_path,rr_endpoint,"step[2]",
setup_path,r2r_slack,160,ps
clock_tree,root_buffer,"clkbuf_4",
setup_path,cp_cell_sequence,"clkdlybuf4s50_1",
synthesis,syn_avg_cell_area,9.981,um2
setup_path,arrival,1060,ps
worst_hold_path,hold_path_class,"primary input to output port",
floorplanning,die_x,80,um
route,drc,0,
setup_path,slowest_delay,470,ps
setup_path,criticalPathCategory,"flip-flop to output port",
route,drtIter0Drc,9,
global_route,grt-ovfl-total,0,
place,dp.cells,91,
global_route,gr-usage-all-layers,2.002,%
worst_hold_path,holdPathEnd,"instrucao[3]",
clock_tree,clkTransAtPathRegs,40,ps
synthesis,ys_warn_count,1,
-- sequential cells by signal, summed over array words and instances (netlist names) --
register,count
pc_out,1
ram_out,1
step,3
-- cell type report --
cell class	count	area (um2)
clock buffers	4	26.28
well taps	46	57.56
flip-flops and latches	5	150.1
multi-input cells	24	136.4
repair buffers	16	161.4
fillers	390	2873
inverters	3	11.26
-- worst max-delay path by stage --
stage | startpoint | to | cells past startpoint
CTS | step[0] | step[0] | 1
finish | step[1] | instrucao[1] | 1
global route | ram_out | ir_in | 1
-- Yosys cell counts --
master,instances,area share (%)
ha_1,3,8.7
nor2_1,2,1.7
conb_1,1,0.87
and2b_2,2,4.1
edfxtp_1,5,35
nand2b_1,1,1.5
inv_1,3,2.6
nor2b_1,1,1.5
buf_4,24,42
xnor2_1,1,2.0
-- worst register-to-register path: cells and delay by family (launching register included) --
kind,cells,cell delay [ps]
xor gates and xnor gates,1,160
adders and majority gates,1,200
buffers and inverters,1,170
DFF,1,410
and+or+nand+nor,1,50
-- kinds of logic (layout without fill, tap and decap cells) --
kind of cell / count (synthesis) / count (layout) / synth area share [%]
other: 1 / 14 / 0.8738
xor gates and xnor gates: 1 / 1 / 2.041
buffers and inverters: 27 / 23 / 44.61
adders and majority gates: 3 / 3 / 8.747
and+or+nand+nor: 6 / 6 / 8.750
DFF: 5 / 5 / 34.98
-- per-layer routing --
metal	vias up	global-route usage, %	wire length (um)
met5	-	0	0
met3	0	0.7955	89
met4	0	1.056	0
met2	13	3.291	415
met1	106	2.161	287
li1	111	-	-
-- stage by stage --
step	instance area (um2)	util (%)	hold slack (ps)	total power [uW]
floorplan	478.0	-	454.3	284.1
global placement	485.5	14.21	560.0	313.6
detailed placement	485.5	14.21	560.0	314.5
CTS	533.0	15.60	560.0	492.4
global route	543.0	15.90	560.0	505.4
finish	543.0	15.90	560.0	475.5
-- where the power goes --
part	switching, uW	internal (uW)	leakage [uW]
registers	10.2	188	0.0000529
logic	33.9	82.9	0.000218
clock network	53.3	107	0.0000150
-- timing repair --
item | CTS | global route
endpoints found under the setup margin | 6 | 4
gates resized | 1 | 4
setup buffers | 3 | 0
hold buffers | 0 | 0
Power and IR drop assume default switching activity.
